===== flow/design.v =====
module mealy_1101 (y, x, clk, reset);
  output y;
  input  x;
  input  clk;
  input  reset;
  reg y;
  parameter
    start  = 2'b00,
    id1    = 2'b01,
    id11   = 2'b11,
    id110  = 2'b10;
  reg [1:0] E1;  
  reg [1:0] E2;  
  always @(x or E1) begin
    y = 0;
    case (E1)
      start:
        if (x)
          E2 = id1;
        else
          E2 = start;
      id1:
        if (x)
          E2 = id11;
        else
          E2 = start;
      id11:
        if (x)
          E2 = id11;
        else
          E2 = id110;
      id110:
        if (x) begin
          E2 = id1;
          y = 1;
        end else begin
          E2 = start;
          y = 0;
        end
      default:
        E2 = 2'bxx;
    endcase
  end
  always @(posedge clk or negedge reset) begin
    if (reset)
      E1 <= E2;
    else
      E1 <= 0;
  end
endmodule  

===== flow/run.sh =====
#!/bin/bash
# OpenROAD 26Q1-2900-gdf79404cd8, Yosys 0.63+post, stock flow scripts
make -C /OpenROAD-flow-scripts/flow DESIGN_CONFIG=/design/flow/config.mk WORK_HOME=/design/flow/orfs finish

===== flow/config.mk =====
export PLATFORM = sky130hd
export DESIGN_NAME = mealy_1101
export DESIGN_NICKNAME = mealy_1101
export VERILOG_FILES = /design/flow/design.v
export SDC_FILE = /design/flow/constraint.sdc
export NUM_CORES = 4
export LEC_CHECK = 1
export CORE_AREA = 10 10 70 70
export DIE_AREA = 0 0 80 80

===== flow/constraint.sdc =====
current_design mealy_1101

set clk_period 1.0
set clk_io_pct 0.2

create_clock -name clk0 -period $clk_period [get_ports {clk}]

set non_clock_inputs [all_inputs -no_clocks]
set_input_delay [expr $clk_period * $clk_io_pct] -clock clk0 $non_clock_inputs
set_output_delay [expr $clk_period * $clk_io_pct] -clock clk0 [all_outputs]

==> impl_metrics.env <==
# implementation run metrics
export IMPL_power_density_nw_per_um2=1660
export IMPL_yosysTopAreaCell="dfrtp_1"
export IMPL_core_rowCount=21
export IMPL_end_kind="output pin"
export IMPL_path_cells="and2_1 -> buf_2"
export IMPL_critPathMaxStageDelay_ps=360
export IMPL_dr_pass1_iters=1
export IMPL_grt_ovfl_total=0
export IMPL_syn2layout_area_growth_pct=94.5
export IMPL_common_cells="dfrtp_1, o21a_1"
export IMPL_ys_ff=4
export IMPL_path_max_fanout=2
export IMPL_r2r_slack_ps=80
export IMPL_slew_headroom=0.878
export IMPL_netlist_instances=10
export IMPL_async_reset_ff_frac=1.00
export IMPL_initCoreUtil=0.0403
export IMPL_cts_buffer_depth=2
export IMPL_critPathCapture="y"
export IMPL_top_cell="dfrtp_1"
export IMPL_chipWidth_um=80
export IMPL_vias=121
export IMPL_gp_congestion=0.721
export IMPL_antenna_found_initial=0
export IMPL_tightest_slew_ps=182
export IMPL_holdWs_ps=157
export IMPL_seq_power_share=0.418
export IMPL_clkPwrFrac=0.502
export IMPL_finalHoldViolations=0
export IMPL_worst_hold_path_type="in2async"
export IMPL_edf_count=0
export IMPL_outcome="complete, but fails checks"
export IMPL_chipArea_um2=6400
export IMPL_coreArea_um2=3420
export IMPL_p_comb_frac=0.080
export IMPL_peakVddDrop_mv=0.198
export IMPL_tns_ps=-39.9
export IMPL_track_usage=0.0137
export IMPL_largest_reg_flops=4
export IMPL_seq_area_frac_synth=0.736
export IMPL_finalMaxSlewViolations=0
export IMPL_top_cells_by_area="dfrtp_1, dfstp_2, o21a_1, and2_1, nor2b_1"
export IMPL_critPathLaunchType="flop"
export IMPL_post_route_min_period_ps=1040
export IMPL_leakagePower_nw=0.111
export IMPL_synth_top_cell_area_share=0.545
export IMPL_r2r_end="E1[0]"
export IMPL_root_buffer="clkbuf_4"
export IMPL_setup_viol=1
export IMPL_p_int_mw=0.351
export IMPL_rr_worst_depth=4
export IMPL_numCtsBuffers=3
export IMPL_netSwitchingPower_mw=0.0940
export IMPL_wl_per_cell_um=5.45
export IMPL_rr_startpoint="E1[1]"
export IMPL_largest_register="E1"
export IMPL_utilization=0.0784
export IMPL_final_setup_worst_slack_ps=-39.9
export IMPL_synth_distinct_cells=7
export IMPL_wl_um=360
export IMPL_clock_sinks=4
export IMPL_cts_tree="yes"
export IMPL_grt_pass1_wl_um=627
export IMPL_tool_warnings=27
export IMPL_initialDrtViolationCount=0
export IMPL_n_fill_cell=411
export IMPL_io_pins=4
export IMPL_drv_cap=0
export IMPL_h_tree_depth=1
export IMPL_layout_drive_gt1_share=0.400
export IMPL_remaining_drc_errors=0
export IMPL_path_class="reg2out"
export IMPL_p_sw_frac=0.211
export IMPL_syn_area_um2=138
export IMPL_violations="setup timing"
export IMPL_largestRegisters="E1: 4 flops"
export IMPL_ys_warn_count=1
export IMPL_grt_max_degree=5
export IMPL_avgSynthCellArea_um2=13.8
export IMPL_die_h_um=80
export IMPL_insertion_delay_ps=240
export IMPL_grt_pass1_vias=151
export IMPL_path_clk_slew_ps=40
export IMPL_critPathLaunch="E1[1]"
export IMPL_yosys_stat_cells=10
export IMPL_cp_data_required_time_ps=800
export IMPL_diodes=0
export IMPL_fin_crit_sh=1.04
export IMPL_io_buffers=3
export IMPL_fin_skew_ps=10.8
export IMPL_slowest_stage="dfrtp_1"
export IMPL_viasPerCell=1.83
export IMPL_rsz0062_at_grt="yes"
export IMPL_finalPower_mw=0.445
export IMPL_clock_fmax_mhz=962
export IMPL_ant_nets=0
export IMPL_arrival_ps=840
export IMPL_yosys_stat_chipArea_um2=138
export IMPL_flop_cell="dfrtp_1"
==> final cells by class <==
cell class                 instances  area [um^2]  area share
sequential                         4          101       0.379
tap                               46         57.6       0.215
timing repair buffer               6         46.3       0.173
multi-input combinational          6         36.3       0.136
clock buffer                       4         26.3      0.0981
==> worst max-delay path: cells and delay by family, from the launching register on <==
kind	cells	cell delay [ps]
buffers and inverters	1	100
DFF	1	360
and+or+nand+nor	1	130
==> how the worst min path moves through the flow <==
| stage | to | slack (ps) | from |
|---|---|---|---|
| 4_1_cts | E1[1] | 160 | reset |
| 5_1_grt | E1[1] | 160 | reset |
| 6_report | E1[1] | 160 | reset |
==> cells in the final DEF, fill, tap and decap left out <==
master and n:
dfrtp_1 3, clkbuf_4 3, buf_4 3, o21a_1 2, dfstp_2 1, nor3_1 1
nor2_1 1, nor2b_1 1, and2_1 1, clkbuf_1 1, clkdlybuf4s50_1 1, dlygate4sd2_1 1
buf_2 1
==> cells by family after synthesis <==
| group | synth area share |
|---|---|
| compound gates | 0.109 |
| flops | 0.736 |
| simple gates | 0.155 |
==> power groups by stage <==
stage	Combinational [mW]	Clock [mW]	Sequential (mW)
final	0.0354	0.223	0.186
after global routing	0.0403	0.254	0.187
after CTS	0.0361	0.233	0.186
==> routing by layer <==
| metal | GRT usage | wire (um) |
|---|---|---|
| met5 | 0 | 0 |
| met4 | 0.00528 | 12 |
| met3 | 0.0250 | 99 |
| met2 | 0.0152 | 123 |
| met1 | 0.0100 | 124 |
==> per-stage QoR <==
step	setup WS, ps	cells	area [um^2]
global placement	-445	61	240
floorplan	310	10	138
detailed placement	-451	61	240
finish	-39.9	66	268
global route	-82.2	66	268
CTS	-51.2	66	268
==> timing repair <==
action | 4_1_cts | 5_1_grt
gates cloned | 0 | 0
pin swaps | 1 | 0
hold buffers | 0 | 0
gates resized | 4 | 0
buffers inserted | 1 | 0
setup endpoints to repair | 1 | 1
Power is estimated from default activity; no workload was simulated.
