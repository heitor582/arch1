File: flow/config.mk
export PLATFORM = sky130hd
export DESIGN_NAME = moore_1101
export DESIGN_NICKNAME = moore_1101
export VERILOG_FILES = /design/flow/design.v
export SDC_FILE = /design/flow/constraint.sdc
export NUM_CORES = 4
export LEC_CHECK = 1
export CORE_AREA = 10 10 70 70
export DIE_AREA = 0 0 80 80
File: flow/run.sh
#!/bin/bash
# OpenROAD 26Q1-2900-gdf79404cd8, Yosys 0.63+post, stock flow scripts
make -C /OpenROAD-flow-scripts/flow DESIGN_CONFIG=/design/flow/config.mk WORK_HOME=/design/flow/orfs finish
File: flow/design.v
module moore_1101 (y, x, clk, reset);
  output y;
  input  x;
  input  clk;
  input  reset;
  reg y;
  parameter
    start   = 3'b000,
    id1     = 3'b001,
    id11    = 3'b011,
    id110   = 3'b010,
    id1101  = 3'b110;  
  reg [2:0] E1;  
  reg [2:0] E2;  
  always @(x or E1) begin
    case (E1)
      start:
        if (x)
          E2 = id1;
        else
          E2 = start;
      id1:
        if (x)
          E2 = id11;
        else
          E2 = start;
      id11:
        if (x)
          E2 = id11;
        else
          E2 = id110;
      id110:
        if (x)
          E2 = id1101;
        else
          E2 = start;
      id1101:
        if (x)
          E2 = id11;
        else
          E2 = start;
      default:
        E2 = 3'bxxx;
    endcase
  end
  always @(posedge clk or negedge reset) begin
    if (reset)
      E1 <= E2;
    else
      E1 <= 0;
  end
  always @(E1) begin
    y = E1[2];  
  end
endmodule  
File: flow/constraint.sdc
current_design moore_1101

set clk_period 1.0
set clk_io_pct 0.2

create_clock -name clk0 -period $clk_period [get_ports {clk}]

set non_clock_inputs [all_inputs -no_clocks]
set_input_delay [expr $clk_period * $clk_io_pct] -clock clk0 $non_clock_inputs
set_output_delay [expr $clk_period * $clk_io_pct] -clock clk0 [all_outputs]
==> impl_metrics.sql <==
-- metrics for the results database
INSERT INTO impl_metrics (metric_group, metric, value, unit) VALUES
('status', 'status', 'completed', ''),
('routing', 'drt_iter0_drc', '0', ''),
('placed_design', 'finalWeightedCongestion', '0.681', ''),
('cells_and_area', 'design_area', '230', 'µm²'),
('routing', 'detail_route.drc_violations', '0', ''),
('synthesis', 'seq_cells_post_synth', '3', ''),
('synthesis', 'yosysUniqueCellTypes', '7', ''),
('die', 'ioPinCount', '4', ''),
('die', 'coreArea', '0.00342', 'mm²'),
('grt', 'grt_antenna_before_repair', '0', ''),
('cells_and_area', 'largest_register_by_flop_count', 'E1', ''),
('routing', 'routed_wl', '277', 'µm'),
('grt', 'global_route.usage.total', '1.04', '%'),
('clock_tree', 'tritoncts', 'yes', ''),
('clock_tree', 'cts_made_buffers', '3', ''),
('timing', 'unrepaired_setup_endpoints_after_global_routing', 'false', ''),
('timing', 'min_period_over_period', '90.0', '%'),
('power_and_ir_drop', 'switching_share', '22.1', '%'),
('worst_setup_path', 'critical_path.top_delay_family', 'flip-flops', ''),
('worst_setup_path', 'cp_cell_sequence', 'buf_4, o31a_1', ''),
('synthesis', 'synthTopCellsByArea', 'sky130_fd_sc_hd__dfrtp_1 66%, sky130_fd_sc_hd__o31a_1 7.7%, sky130_fd_sc_hd__nand3b_1 6.6%, sky130_fd_sc_hd__nor2_1 6.6%, sky130_fd_sc_hd__nand2b_1 5.5%', ''),
('placed_design', 'dp.final_hpwl', '211', 'µm'),
('synthesis', 'yosysWarningCount', '1', ''),
('cells_and_area', 'layout_overhead_on_the_synthesized_area', '102', '%'),
('power_and_ir_drop', 'power-per-cell-area', '1750', 'mW/mm²'),
('grt', 'grt_first_pass_wirelength', '441', 'µm'),
('synthesis', 'syn-cell-area', '114', 'µm²'),
('die', 'die_area', '0.00640', 'mm²'),
('power_and_ir_drop', 'switchingPower', '0.0890', 'mW'),
('power_and_ir_drop', 'power.share.clock', '52.6', '%'),
('clock_tree', 'h_tree_lvls', '1', ''),
('timing', 'tightest_slew', '0.140', 'ns'),
('cells_and_area', 'layout-drive-gt1-share', '27.8', '%'),
('routing', 'drt_pass1_iterations', '1', ''),
('placed_design', 'dpl_worst_slack', '-0.000705', 'ns'),
('timing', 'timing.slew.headroom', '90.6', '%'),
('clock_tree', 'post_cts.repair.setup_buffers', '0', ''),
('cells_and_area', 'fin_util', '6.74', '%'),
('die', 'rows', '21', ''),
('timing', 'final.setup_skew', '0.00386', 'ns'),
('synthesis', 'yosys.stat.chipArea', '114', 'µm²'),
('timing', 'setup_tns', '0', 'ns'),
('routing', 'post_drt_via_cell_ratio', '1.50', ''),
('worst_setup_path', 'cp.buffers_inverters', '1', ''),
('clock_tree', 'clock-root-buffer', 'sky130_fd_sc_hd__clkbuf_4', ''),
('worst_setup_path', 'crit_path_top_delay_cell', 'sky130_fd_sc_hd__dfrtp_1', ''),
('grt', 'first_global_vias', '103', ''),
('timing', 'finalSetupViolCount', '0', ''),
('cells_and_area', 'largest_register_ffs', '3', ''),
('timing', 'timing.fmax', '1110', 'MHz'),
('worst_setup_path', 'crit_fanout', '3', ''),
('routing', 'antenna-diode-count', '0', ''),
('worst_setup_path', 'arrival', '1.01', 'ns'),
('timing', 'slew_viol_final', '0', ''),
('timing', 'worst_hold_slack', '0.149', 'ns'),
('clock_tree', 'cts_hold_buffers', '0', ''),
('power_and_ir_drop', 'irDropWorstVdd', '0.231', 'mV'),
('cells_and_area', 'regs_by_ff_count', 'E1 (3)', ''),
('clock_tree', 'cts_buffer_depth', '2', ''),
('placed_design', 'placedInstanceArea', '209', 'µm²'),
('worst_setup_path', 'worst_path_largest_cell_delay', '0.36', 'ns'),
('synthesis', 'synth-seq-area-share', '65.9', '%'),
('job', 'cap_viol_max_count', '0', ''),
('synthesis', 'synthDominantCellAreaShare', '65.9', '%'),
('cells_and_area', 'layout.area.seq', '75.1', 'µm²'),
('cells_and_area', 'comb_area', '35.0', 'µm²'),
('synthesis', 'postSynthCellCount', '10', ''),
('worst_setup_path', 'critical_path.endpoint_type', 'register', ''),
('synthesis', 'largest_area_cell', 'sky130_fd_sc_hd__dfrtp_1', ''),
('min_path', 'min-delay-path-class', 'in2async', ''),
('power_and_ir_drop', 'power.leakage', '0.0878', 'nW');
per-layer routing:
metal | wire, µm | vias up | track usage (%)
met5 | 0 | - | 0
met4 | 8 | 0 | 0.704
met3 | 61 | 2 | 1.82
met2 | 94 | 7 | 0.803
met1 | 114 | 39 | 0.999
li1 | - | 48 | -
stage by stage:
step                total power [mW]  instances
detailed placement             0.197         60
floorplan                      0.168         10
global placement               0.193         60
CTS                            0.418         64
finish                         0.402         64
global route                   0.430         64
synthesized netlist by cell type:
master / n
sky130_fd_sc_hd__dfrtp_1: 3
sky130_fd_sc_hd__nor2_1: 2
sky130_fd_sc_hd__inv_1: 1
sky130_fd_sc_hd__nand2b_1: 1
sky130_fd_sc_hd__nand3b_1: 1
sky130_fd_sc_hd__o21ai_1: 1
sky130_fd_sc_hd__o31a_1: 1
cell type report:
type | count | share of cell area [%]
Timing Repair Buffer | 4 | 14.1
Sequential cell | 3 | 32.6
Clock buffer | 4 | 11.4
Tap cell | 46 | 25.0
Inverter | 1 | 1.63
Multi-Input combinational cell | 6 | 15.2
cells in the final DEF, fill, tap and decap left out, drive strengths merged:
cell type      count
buf                1
clkbuf             5
clkdlybuf4s50      2
dfrtp              3
inv                1
nand2b             1
nand3b             1
nor2               2
o21ai              1
o31a               1
cell families (layout without fill, tap and decap cells):
logic type / after synthesis / after routing / share of synthesized area (%)
compound gates: 2 / 2 / 12.1
buf+inv: 1 / 9 / 3.29
flops: 3 / 3 / 65.9
simple gates: 4 / 4 / 18.7
final timing paths:
check | end | slack, ns | cells after the start
max in group asynchronous | E1[2] | 0.71 | 1
min in group clk0 | E1[0] | 0.52 | 1
min | E1[0] | 0.15 | 1
max reg2reg | E1[0] | 0.10 | 2
max | E1[0] | 0.10 | 2
min reg2reg | E1[0] | 0.52 | 1
repair_timing:
item,in CTS,in global routing
pin swaps,0,0
setup endpoints to repair,1,1
resized,2,1
power by group through the flow:
| stage | registers (mW) | logic [mW] | clock network, mW |
|---|---|---|---|
| after CTS | 0.148 | 0.0456 | 0.224 |
| after global routing | 0.151 | 0.0483 | 0.231 |
| final | 0.149 | 0.0423 | 0.211 |
No activity file was given, so power comes from the tool's default toggle rates.
